==> flow/design.v <==
module jump_branch_decision(operand_1, operand_2, zero, neg, less_than, jump_branch, pc_src);
    parameter SIZE = 32;
    input [SIZE-1:0] operand_1, operand_2;                  
    input [2:0] jump_branch;                                
    output reg pc_src;                                      
    output zero, neg, less_than;                            
    always @(*) begin
        if (jump_branch == 3'b010) begin
            pc_src <= 0;  
        end else if (jump_branch == 3'b011) begin
            pc_src <= 1;  
        end else begin
            case (jump_branch)
                3'b000: pc_src <= (zero) ? 1 : 0;  
                3'b001: pc_src <= (!zero) ? 1 : 0;  
                3'b100: pc_src <= (neg) ? 1 : 0;  
                3'b101: pc_src <= (!neg || zero) ? 1 : 0;  
                3'b110: pc_src <= (less_than) ? 1 : 0;  
                3'b111: pc_src <= (!less_than || zero) ? 1 : 0;  
                default: pc_src <= 0;  
            endcase
        end
    end
    assign zero = (operand_1 - operand_2 == 0);
    assign neg = (operand_1 < operand_2);
    assign less_than = ($unsigned(operand_1) < $unsigned(operand_2));
endmodule
==> flow/constraint.sdc <==
current_design jump_branch_decision

set clk_period 13.0
set clk_io_pct 0.2

create_clock -name clk0 -period $clk_period

set non_clock_inputs [all_inputs -no_clocks]
set_input_delay [expr $clk_period * $clk_io_pct] -clock clk0 $non_clock_inputs
set_output_delay [expr $clk_period * $clk_io_pct] -clock clk0 [all_outputs]
==> flow/run.sh <==
#!/bin/bash
# OpenROAD 26Q1-2900-gdf79404cd8, Yosys 0.63+post, stock flow scripts
make -C /OpenROAD-flow-scripts/flow DESIGN_CONFIG=/design/flow/config.mk WORK_HOME=/design/flow/orfs finish
==> flow/config.mk <==
export PLATFORM = sky130hd
export DESIGN_NAME = jump_branch_decision
export DESIGN_NICKNAME = jump_branch_decision
export VERILOG_FILES = /design/flow/design.v
export SDC_FILE = /design/flow/constraint.sdc
export NUM_CORES = 4
export LEC_CHECK = 1
export CORE_UTILIZATION = 30
==> git commit body <==
Update PnR metrics after Yosys + OpenROAD run

- The run finished with clean final reports.
- For this run, the number of Yosys warnings is 1.
- Routability-driven placement finished with a final weighted congestion of 0.985.
- Peak Freq: 109 MHz
- Post-detailed-route DRC marker count: 0
- Worst-path fanout max: 4
- For this run, global-route usage on met1 was measured as 28.1%.
- Summing over every cut layer, the via total after detailed routing is 3203.
* Relative slew slack: 58.7%
- The final timing report counts setup violations totalling 0.
- The violation tally recorded at the end of detailed-routing iteration 0 is 116.
- At the pin with the least slew margin, the transition time is 0.614 ns.
- For this run the aggregate overflow at the end of global routing stands at 0.
* Number of gates resized after cts: 0
- Each instance of the synthesized netlist takes up on average 6.51 um2.
* Diodes inserted: 0
- Buffers added to address setup during post-CTS repair amount to 0.
- Total wire length: 8740 um
- The smallest clock period supported by the final layout is computed as 9.19 ns.
- Endpoints failing hold: 0
- Core Box Area: 8720 um2
* Max IR drop VDD: 19.3 uV
- Count of standard-cell rows: 34
* Pre-Place Util: 31.1%
* Most numerous cell on the critical path: sky130_fd_sc_hd__clkdlybuf4s50_1
- Flip-flops: 0
- Before any placement, the netlist area is recorded as 2710 um2.
- Among all stages on the critical path, the maximum delay recorded is 0.52 ns.
- Routed length per instance: 15.1 um
- Width of the die: 97.0 um
- Input and output buffers added on the ports amount to 71.
* Netlist cell types: 65
* Wire length of the first global-routing pass: 14400 um
- The filler cells instantiated in the layout total 930.
- Synthesized netlist cell count: 416
* Power consumption: 0.000164 W
- For reference, the final report shows the max-slew violation count at 0.
- The via count of the first global-routing pass was 2929.
- The critical path's slowest stage uses the library cell sky130_fd_sc_hd__or4_1.
- Setup slack closes at 3.81 ns.
- The worst hold path passes through 4 cells.
- In the global route stage, overall resource usage came out at 18.6%.
* Storage element area: 0 um2
- The area recorded from the Yosys report for this design is 2710 um2.
- GRT busiest layer: met2
* Number of vias per cell after detailed routing: 5.54
- # Max-Cap Violations: 0
- Worst EP required: 10.40 ns
* Yosys cell count: 416
* Startpoint of the lowest-slack hold path: jump_branch[1]
- Post-CTS Hold Fix Bufs: 0
- In the Yosys report, the sequential cells make up 0% of the chip area.
* CLK BUF: 0
- P&R area growth vs syn: 28.3%
- Critical path data arrival time: 6.59 ns
- Nature of the critical path endpoint: output port
* Global-route track usage on met3: 0.735%
- Hold analysis lists the worst path endpoint as pc_src.
- Post-route period utilization is reported as 70.7%.
- Minimum setup slack after placement: 3.83 ns
- Type of element launching the critical path: input pin
- First drt pass iteration count: 4
- Setup repair after global routing left no endpoint under its margin.
* Number of antenna violations at the first check in global routing: 0
* Die area: 9420 um2
- Power Density: 47.0 nW/um2
- Pin count of the biggest net entering global routing: 14
- The cell sequence reported for the critical path is clkdlybuf4s50_1 -> inv_1 -> ha_1 -> fa_1 -> nor2b_1 -> o31ai_1 -> o21ai_1 -> o221ai_2 -> or2b_1 -> mux2i_1 -> or4_1 -> nor4_1 -> a21oi_1 -> a211oi_2 -> clkdlybuf4s50_1.
- Per the OpenROAD power report, leakage power amounts to 1.41 nW.
- Number of warnings the tools reported: 32
* Met2 track utilization from global routing: 30.7%
- Number of placed I/O pins: 71
- Detailed placement finished with a half-perimeter wire length of 7550 um.
* Share of layout cells above drive strength 1: 4.04%
* Y dimension of the die: 97.0 um
* Setup TNS: 0 ns
- Nets still carrying antenna violations after routing amount to 0.
* Hold/Removal Path Class: in2out
* Worst setup path category: in2out
-- cell usage after synthesis, types with 2 or more instances --
master,count,area (um2)
sky130_fd_sc_hd__o31ai_1,3,22.5
sky130_fd_sc_hd__inv_1,38,143
sky130_fd_sc_hd__nand2_1,36,135
sky130_fd_sc_hd__nor2b_1,7,43.8
sky130_fd_sc_hd__or2b_1,2,15.0
sky130_fd_sc_hd__or3_1,12,75.1
sky130_fd_sc_hd__clkbuf_1,8,30.0
sky130_fd_sc_hd__a2111oi_0,4,35.0
sky130_fd_sc_hd__buf_2,8,40.0
sky130_fd_sc_hd__nand2b_1,13,81.3
sky130_fd_sc_hd__nand3_1,13,65.1
sky130_fd_sc_hd__xor2_1,5,43.8
sky130_fd_sc_hd__or2_2,3,18.8
sky130_fd_sc_hd__a21o_1,7,52.6
sky130_fd_sc_hd__xnor2_1,3,26.3
sky130_fd_sc_hd__and3b_1,2,17.5
sky130_fd_sc_hd__o22ai_1,5,31.3
sky130_fd_sc_hd__nor4_1,6,37.5
sky130_fd_sc_hd__o211a_1,2,20.0
sky130_fd_sc_hd__o211ai_1,6,45.0
sky130_fd_sc_hd__and3_1,5,31.3
sky130_fd_sc_hd__nand4_1,17,106
sky130_fd_sc_hd__nand3b_1,2,15.0
sky130_fd_sc_hd__or3b_2,3,26.3
sky130_fd_sc_hd__a21oi_1,34,170
sky130_fd_sc_hd__o21ai_1,5,25.0
sky130_fd_sc_hd__nor3_1,10,50.1
sky130_fd_sc_hd__and2_1,3,18.8
sky130_fd_sc_hd__a211oi_2,3,37.5
sky130_fd_sc_hd__o21ai_0,16,80.1
sky130_fd_sc_hd__a211o_1,2,17.5
sky130_fd_sc_hd__nor3b_1,5,37.5
sky130_fd_sc_hd__o21bai_1,4,30.0
sky130_fd_sc_hd__o2111ai_1,6,52.6
sky130_fd_sc_hd__nor2_1,34,128
sky130_fd_sc_hd__ha_1,32,400
sky130_fd_sc_hd__o31a_1,4,35.0
sky130_fd_sc_hd__a211oi_1,8,60.1
sky130_fd_sc_hd__mux2i_1,5,50.1
sky130_fd_sc_hd__o21a_1,10,75.1
-- per-stage QoR --
stage                     hold WS (ns)  utilization (%)  cell area, um2  instances
final                             6.34             39.9            3480        578
after floorplan                   5.39                -            2710        416
after detailed placement          6.37             39.9            3480        578
after global routing              6.43             39.9            3480        578
after global placement            6.34             39.9            3480        578
after CTS                         6.35             39.9            3480        578
-- placed cells by master, fill, tap and decap left out, types with 6 or more instances in the layout --
cell	netlist	routed
sky130_fd_sc_hd__nor2_1	34	34
sky130_fd_sc_hd__or3_1	12	12
sky130_fd_sc_hd__nor4_1	6	6
sky130_fd_sc_hd__clkdlybuf4s50_1	0	71
sky130_fd_sc_hd__nor3_1	10	10
sky130_fd_sc_hd__o21ai_0	16	16
sky130_fd_sc_hd__o2111ai_1	6	6
sky130_fd_sc_hd__nand2b_1	13	13
sky130_fd_sc_hd__ha_1	32	32
sky130_fd_sc_hd__o211ai_1	6	6
sky130_fd_sc_hd__a21oi_1	34	34
sky130_fd_sc_hd__inv_1	38	38
sky130_fd_sc_hd__nor2b_1	7	7
sky130_fd_sc_hd__nand4_1	17	17
sky130_fd_sc_hd__a211oi_1	8	8
sky130_fd_sc_hd__a21o_1	7	7
sky130_fd_sc_hd__nand3_1	13	13
sky130_fd_sc_hd__o21a_1	10	10
sky130_fd_sc_hd__nand2_1	36	36
-- logic make-up (layout without fill, tap and decap cells) --
group	after synthesis	count (layout)	synth area share, %
AND/OR/NAND/NOR	182	182	36.8
AND-OR/OR-AND	132	132	34.7
buffers and inverters	55	109	8.13
adder cells (fa/ha/maj)	33	33	15.5
XOR/XNOR	8	8	2.59
multiplexers	6	6	2.26
-- area by class of cell --
cell class	count	area [um2]	share of cell area (%)
multi-input cells	361	2490	71.6
well taps	108	135	3.88
repair buffers	71	711	20.4
inverters	38	143	4.10
-- worst max-delay path, delay by kind of cell --
family | cells | cell delay [ns]
and+or+nand+nor | 4 | 1.35
buffers and inverters | 3 | 0.97
AOI/OAI and AO/OA | 5 | 0.86
adders and majority gates | 2 | 0.62
muxes | 1 | 0.19
-- worst max-delay path by stage --
stage	slack, ns	to	from	cells past startpoint
final	3.81	pc_src	operand_1[0]	15
after global routing	3.57	pc_src	operand_1[0]	15
after CTS	3.81	pc_src	operand_1[0]	15
-- power by group --
part	internal [W]	total, W	switching (W)	leakage [nW]
combinational	0.0000739	0.000164	0.0000898	1.41
clock	0	0	0	0
sequential	0	0	0	0
-- metal layers --
layer / part of all wire (%) / wire [um]
met1: 50 / 4390
met2: 45 / 3950
met3: 3.8 / 336
met4: 0.80 / 70
met5: 0 / 0
Power figures rest on the tool's default switching activity, not on a simulated workload.
