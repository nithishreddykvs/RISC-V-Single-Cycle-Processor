==> design.v <==
module ALU(operand_1, operand_2, result, ALU_control);
    parameter SIZE = 32;
    input signed [SIZE-1:0] operand_1, operand_2;                        
    input [4:0] ALU_control;                                             
    output reg signed [SIZE-1:0] result;                                 
    always @(*) begin
        case (ALU_control)
            5'b00000: result = operand_1 + operand_2;  
            5'b00010: result = operand_1 - operand_2;  
            5'b00100: result = operand_1 << operand_2;  
            5'b01000: result = operand_1 < operand_2 ? 1 : 0;  
            5'b01100: result = $unsigned(operand_1) < $unsigned(operand_2) ? 1 : 0;  
            5'b10000: result = operand_1 ^ operand_2;  
            5'b10100: result = operand_1 >> operand_2;  
            5'b10110: result = operand_1 >>> operand_2;  
            5'b11000: result = operand_1 | operand_2;  
            5'b11100: result = operand_1 & operand_2;  
            default: result = 0;  
        endcase
    end
endmodule
==> run.sh <==
#!/bin/bash
# OpenROAD 26Q1-2900-gdf79404cd8, Yosys 0.63+post, stock flow scripts
make -C /OpenROAD-flow-scripts/flow DESIGN_CONFIG=/design/flow/config.mk WORK_HOME=/design/flow/orfs finish
==> config.mk <==
export PLATFORM = sky130hd
export DESIGN_NAME = ALU
export DESIGN_NICKNAME = ALU
export VERILOG_FILES = /design/flow/design.v
export SDC_FILE = /design/flow/constraint.sdc
export NUM_CORES = 4
export LEC_CHECK = 1
export CORE_UTILIZATION = 30
==> constraint.sdc <==
current_design ALU

set clk_period 12.2
set clk_io_pct 0.2

create_clock -name clk0 -period $clk_period

set non_clock_inputs [all_inputs -no_clocks]
set_input_delay [expr $clk_period * $clk_io_pct] -clock clk0 $non_clock_inputs
set_output_delay [expr $clk_period * $clk_io_pct] -clock clk0 [all_outputs]
==> impl_metrics.json <==
{
  "ys_seq_share_pct": 0,
  "chipArea_mm2": 0.0323,
  "postCtsSetupBuffers": 0,
  "synthCells": 1476,
  "flop_area_um2": 0,
  "firstDrtPassIters": 15,
  "seq_cells": 0,
  "ir_drop_mv": 0.0186,
  "post-route-util_pct": 34.8,
  "required_ns": 9.76,
  "p_leak_nw": 4.40,
  "fp.dieW_um": 180,
  "synth_cell_type_count": 88,
  "fp_util_pct": 30.7,
  "hold_ws_ns": 6.16,
  "largest_area_cell": "ha_1",
  "num_io_pins": 101,
  "first_global_vias": 11400,
  "grt_use_total_pct": 32.9,
  "common_cells": "nor2_1, a21oi_1, nand2_1",
  "ys_chip_area_mm2": 0.00947,
  "crit_chain": "buf_2 -> buf_4 -> clkinv_1 -> ha_1 -> inv_1 -> o311a_1 -> o211a_1 -> nor2_1 -> o41ai_1 -> a311oi_1 -> and2_1 -> o32ai_1 -> o2111ai_1 -> clkdlybuf4s50_1",
  "avgSynthCellArea_um2": 6.41,
  "io_buffers": 101,
  "std_cell_rows": 64,
  "synth_area_mm2": 0.00947,
  "place_congestion": 1.17,
  "maxSlewViolCount": 0,
  "cp-end-kind": "output pin",
  "netlist.area_leader.share_pct": 12.7,
  "drive_above_1_share_pct": 6.69,
  "cp.arrival_ns": 7.18,
  "top_cell": "nor2_1",
  "dp.cells": 1891,
  "finalSetupViolCount": 0,
  "final.clkbuf_count": 0,
  "p_per_area_mw_per_mm2": 39.9,
  "worstMarginPinSlew_ns": 1.15,
  "antenna_found_initial": 3,
  "die_h_um": 180,
  "tns_ns": 0,
  "area_growth_pct": 13.2,
  "grt_start_max_net_pins": 62,
  "layout.cells.non_filler": 1892,
  "hold_path.class": "input pin to output pin",
  "synth_stat.cells": 1476,
  "cp-start-kind": "input pin",
  "yosys_warnings": 1,
  "relSlewSlack_pct": 22.6,
  "tool_warnings": 96,
  "area_leaders": "ha_1, a21oi_1, mux2i_1",
  "ant_nets": 0,
  "post-route-period-util_pct": 78.9,
  "total_power_uw": 427,
  "slowest_stage": "o41ai_1",
  "drt-total-wl_um": 54000,
  "dp_hpwl_um": 42200,
  "vias": 12400,
  "cts_resized": 0,
  "cts_hold_buf": 0,
  "period_needed_ns": 9.62,
  "max_freq_ghz": 0.104,
  "drc": 0,
  "hold_viol_final": 0,
  "drv_cap": 0,
  "drt_iter0_drc": 1352,
  "status": "complete, no violations",
  "critPathMaxStageDelay_ns": 0.76,
  "critical_path_class": "input pin to output pin",
  "via_per_inst": 6.54,
  "rsz0062_at_grt": "no",
  "wire_per_inst_um": 28.5,
  "path_max_fanout": 49,
  "grt_pass1_wl_um": 78400,
  "coreArea_mm2": 0.0308,
  "overflow": 0
}
==> through the flow <==
stage	setup slack (ns)	area, µm²
detailed placement	2.74	10700
floorplan	4.24	9470
global route	2.37	10700
finish	2.58	10700
CTS	2.72	10700
global placement	2.79	10700
==> final cells by class <==
class | instances | area, µm²
fill | 3355 | 20100
timing repair buffer | 133 | 1230
inverter | 98 | 368
multi-input combinational | 1264 | 8620
tap | 396 | 495
antenna | 1 | 2.50
==> cells in the final DEF, fill, tap and decap left out, types with 11 or more instances in the layout <==
cell               n
a211oi_1          48
mux2_2            24
a211o_1           13
o21bai_1          12
nand2b_1          14
a21oi_1          154
buf_4             33
nor2_1           184
o221ai_1          13
a21o_1            19
mux2i_1           72
o21ai_0          105
a221oi_1          15
o211a_1           11
nor4_1            11
o22ai_1           14
a31oi_1           12
nor3_1            44
or3_1             13
ha_1              96
o211ai_1          22
nand3_1           30
nand2_1          120
and3_1            21
inv_1             94
clkdlybuf4s50_1   96
==> cell families (layout without fill, tap and decap cells) <==
group | Yosys count | count (layout) | share of synthesized area (%)
AOI/OAI and AO/OA | 560 | 560 | 40.1
and+or+nand+nor | 492 | 492 | 24.5
buffers and inverters | 212 | 231 | 9.03
muxes | 104 | 104 | 12.4
adders and majority gates | 98 | 98 | 13.1
xor gates and xnor gates | 10 | 10 | 0.925
other | 0 | 1 | 0
==> critical path, delay by kind of cell <==
family | cells | cell delay [ns]
compound gates | 6 | 2.12
buf+inv | 5 | 1.77
fa+ha+maj | 1 | 0.54
simple gates | 2 | 0.31
==> routing by layer <==
layer,track usage [%],vias up,wire length (µm)
li1,-,5587,-
met1,45.4,5889,22600
met2,50.6,742,23400
met3,5.63,150,5160
met4,14.0,4,2790
met5,0,-,27
==> power breakdown <==
group	leakage, nW	internal, mW	switching (mW)
Clock	0.00000374	0.00000000116	0
Sequential	0	0	0
Combinational	4.40	0.153	0.275
==> worst paths after layout <==
| check | slack, ns | cells past startpoint | to | start |
|---|---|---|---|---|
| hold / removal | 6.16 | 6 | result[29] | operand_2[3] |
| setup / recovery | 2.58 | 14 | result[19] | operand_2[3] |
Power is estimated from default activity; no workload was simulated.
